## flow/config.mk

```make
export PLATFORM = sky130hd
export DESIGN_NAME = Multiplier
export DESIGN_NICKNAME = Multiplier
export VERILOG_FILES = /design/flow/design.v
export SDC_FILE = /design/flow/constraint.sdc
export NUM_CORES = 4
export LEC_CHECK = 1
export CORE_UTILIZATION = 30
```

## flow/constraint.sdc

```tcl
current_design Multiplier

set clk_period 11.3
set clk_io_pct 0.2

create_clock -name clk0 -period $clk_period

set non_clock_inputs [all_inputs -no_clocks]
set_input_delay [expr $clk_period * $clk_io_pct] -clock clk0 $non_clock_inputs
set_output_delay [expr $clk_period * $clk_io_pct] -clock clk0 [all_outputs]
```

## flow/design.v

```verilog
module Multiplier #(
    parameter DATA_WIDTH = 8,
    parameter LENGTH = 8
)
(
    input [DATA_WIDTH-1:0] inp,
    input [DATA_WIDTH-1:0] weight,
    output [DATA_WIDTH*2-1:0] out
);
    assign out=inp*weight;
endmodule
```

## flow/run.sh

```bash
#!/bin/bash
# OpenROAD 26Q1-2900-gdf79404cd8, Yosys 0.63+post, stock flow scripts
make -C /OpenROAD-flow-scripts/flow DESIGN_CONFIG=/design/flow/config.mk WORK_HOME=/design/flow/orfs finish
```

==> run notes <==
Notes from the flow run.

Cells and area:
- The run puts the layout-stage area growth over the synthesis result at 20.90%.
- In the final layout, the share of cells above drive strength 1 is 1.818%.
- Registers take 0 sq um.
- The run gives the clock tree buffer count of the final layout as 0.
- The run puts the number of sequential storage elements at 0.
- The run gives the count of filler cells inserted in the layout as 696.

GRT:
- The run puts the via count of the first global-routing pass at ~1600.
- The first global-routing pass estimated 6934 um of wire.
- The run gives the global router's overall resource usage as between 10% and 20%.
- The run puts the initial antenna violation count at 0.
- The run gives the maximum number of pins on one net before global-route repair as 9.
- The run puts the remaining global-route overflow at 0.

Placement:
- The run puts the minimum setup slack after placement at 1.979 ns.
- The run gives the total of buffers placed on input and output ports as 32.
- The run gives the HPWL after detailed placement as 3502 um.
- The run gives the routability-driven placement congestion ratio as 0.8471.

Routing:
- The number of antenna diodes in the final layout is 0.
- Dividing the detail-routed via count by the number of cells gives 4.536.
- The run gives the initial detailed-routing violation count as 48.
- Per the detail_route report, routed wire per instance is 10.66 um.
- For this run, the detailed router's first-pass iteration total came to 4.
- Nets still carrying antenna violations after routing amount to 0.
- The script parses the final routing iteration and logs DRC violations as 0.
- Across all layers, the routed design uses ~1700 vias.
- The run gives the total wirelength of the detailed-routed design as 3955 um.

Power:
- The run puts the total power of the final layout at around 380 uW.
- The run gives the peak ir drop on the vdd network as 0.08722 mV.
- The run puts the total power per unit cell area at 147.5 mW/mm^2.
- The run puts the static leakage at 1.292 nW.

Logic synthesis:
- The run gives the yosys cell count as roughly 240.
- The run puts the yosys synthesis warning count at 0.
- The run gives the cell count after synthesis as 243.
- In the Yosys report, the sequential cells make up 0% of the chip area.
- The run puts the area figure in the yosys stat output at 0.002107 sq mm.
- A synthesized cell averages 8.671 sq um.
- The run gives the distinct cell type count after synthesis as 28.
- The run puts the cell area after technology mapping at 0.002107 sq mm.

Setup path:
- The run gives the critical path's most frequent cell as sky130_fd_sc_hd__fa_1.
- The kind of cell with the highest combined delay along the critical path is adder cells.
- The run gives the maximum net fanout on the critical path as 8.
- The run puts the sum of buffers and inverters on the critical path at 5.
- The run gives the master of the slowest instance on the critical path as sky130_fd_sc_hd__clkdlybuf4s50_1.
- STA classifies the critical path endpoint as an output port.
- At the worst endpoint, the required time is 9.04 ns.
- By startpoint and endpoint, the worst setup path is classified as primary input to output port.
- On the critical path the data arrives at approximately 7 ns.
- The run puts the largest stage delay on the critical path at 0.63 ns.
- The worst setup path is launched from a primary input.
- In this run the critical path is formed by clkdlybuf4s50_1 -> nand2_1 -> fa_1 -> fa_1 -> inv_1 -> fa_1 -> inv_1 -> fa_1 -> inv_1 -> ha_1 -> and2_4 -> a221oi_2 -> nand3_1 -> and3_1 -> a211oi_2 -> clkdlybuf4s50_1.

Clock network:
- The run gives the post-cts sizing count as 0.
- The run gives the number of buffers inserted for hold repair after clock tree synthesis as 0.
- The run puts the number of buffers added for setup after CTS at 0.

Final timing:
- OpenROAD reports that the post-layout worst path occupies between 80% and 90% of the period.
- The run gives the number of endpoints with negative hold slack in the final report as 0.
- The run gives the final number of max-transition violations as 0.
- The run gives the final setup slack of the worst path as 2.008 ns.
- Derived from the worst setup path, the maximum achievable clock frequency is 107.6 MHz.
- Setup repair after global routing left no endpoint under its margin.
- The run puts the total negative slack for setup checks at 0 ns.
- The run gives the final-report setup violation count as 0.
- Looking at the max-slew report, the worst-margin pin has a slew of 0.4176 ns.
- The run gives the relative slew slack as 71.81%.
- The run gives the clock period minus worst slack as 9.292 ns.

Run:
- The run gives the number of warnings the tools reported as 32.
- The report counts max-capacitance violations totalling 0.

Floorplanning:
- For this design the top-level I/O count stands at 32.
- The run puts the height of the die at between 80 and 90 um.
- The run puts the area inside the core boundary at around 0.0068 sq mm.
- According to the floorplan log, the row count is 30.
- The run gives the total die size as 0.007363 sq mm.
- The run puts the floorplan-stage core utilization at 31.01%.
- According to the floorplan report, the die width is roughly 86 um.

Outcome:
- The flow ran to the end, and the final reports show no timing, DRC or antenna violations.

Worst hold path:
- In this run the worst hold path is classified as primary input to output port.
[area by class of cell]
class	count	area, sq um	share of cell area, %
repair buffers	32	320.3	12.57
inverters	49	183.9	7.220
well taps	96	120.1	4.715
multi-input cells	194	1923	75.49
[worst paths after layout]
| kind | endpoint | slack (ns) | start | cells past startpoint |
|---|---|---|---|---|
| setup / recovery | out[15] | 2.01 | weight[7] | 16 |
| hold / removal | out[0] | 5.60 | inp[0] | 3 |
[synthesized netlist by cell type (2+ instances only)]
cell type	count	area share, %
sky130_fd_sc_hd__inv_1	49	8.7
sky130_fd_sc_hd__and2_1	47	14
sky130_fd_sc_hd__fa_1	36	34
sky130_fd_sc_hd__ha_1	36	21
sky130_fd_sc_hd__nand2_1	23	4.1
sky130_fd_sc_hd__xnor2_1	7	2.9
sky130_fd_sc_hd__nor2_1	6	1.1
sky130_fd_sc_hd__a21oi_1	5	1.2
sky130_fd_sc_hd__o21a_1	4	1.4
sky130_fd_sc_hd__xor2_1	4	1.7
sky130_fd_sc_hd__a211o_1	3	1.2
sky130_fd_sc_hd__and3_1	3	0.89
sky130_fd_sc_hd__nor2b_1	2	0.59
sky130_fd_sc_hd__nor3_1	2	0.48
sky130_fd_sc_hd__o211ai_1	2	0.71
sky130_fd_sc_hd__o21ai_1	2	0.48
[layout by cell type, fill, tap and decap left out]
master and count:
sky130_fd_sc_hd__clkdlybuf4s50_1 32, sky130_fd_sc_hd__nor3b_2 1, sky130_fd_sc_hd__nor2b_1 2, sky130_fd_sc_hd__a21oi_1 5
sky130_fd_sc_hd__o311ai_0 1, sky130_fd_sc_hd__xnor2_1 7, sky130_fd_sc_hd__o22a_1 1, sky130_fd_sc_hd__a21o_2 1
sky130_fd_sc_hd__xor2_1 4, sky130_fd_sc_hd__a221oi_2 1, sky130_fd_sc_hd__nor2_1 6, sky130_fd_sc_hd__o21ai_0 1
sky130_fd_sc_hd__inv_1 49, sky130_fd_sc_hd__nor4_1 1, sky130_fd_sc_hd__nand3_1 1, sky130_fd_sc_hd__o21a_1 4
sky130_fd_sc_hd__a31oi_1 1, sky130_fd_sc_hd__and2_4 1, sky130_fd_sc_hd__a211o_1 3, sky130_fd_sc_hd__ha_1 36
sky130_fd_sc_hd__nand2_1 23, sky130_fd_sc_hd__o211ai_1 2, sky130_fd_sc_hd__or4_1 1, sky130_fd_sc_hd__o21ai_1 2
sky130_fd_sc_hd__and3_1 3, sky130_fd_sc_hd__and2_1 47, sky130_fd_sc_hd__fa_1 36, sky130_fd_sc_hd__nor3_1 2
sky130_fd_sc_hd__a211oi_2 1
[metrics by stage]
stage	hold slack (ns)	instance area, sq um	utilization (%)	instances
floorplan	4.592	2107	-	243
global placement	5.611	2547	37.50	371
detailed placement	5.621	2547	37.50	371
CTS	5.624	2547	37.50	371
global route	5.649	2547	37.50	371
finish	5.595	2547	37.50	371
[layer usage]
layer / up-vias / track usage [%] / part of all wire, %
met2: 37 / 17.96 / 46
met5: - / 0 / 0
li1: 832 / - / -
met3: 0 / 1.855 / 4.4
met1: 814 / 19.07 / 50
met4: 0 / 0 / 0
[worst min-delay path: stages]
cell                              delay (ns)
sky130_fd_sc_hd__clkdlybuf4s50_1        0.50
sky130_fd_sc_hd__and2_1                 0.18
sky130_fd_sc_hd__clkdlybuf4s50_1        0.39
[kinds of logic (layout without fill, tap and decap cells)]
family	count (synthesis)	count (layout)	share of synthesized area (%)
xor gates and xnor gates	11	11	4.572
buffers and inverters	49	81	8.729
AOI/OAI and AO/OA	23	23	8.135
adders and majority gates	72	72	55.58
and+or+nand+nor	88	88	22.98
[report_power, final]
group | switching (mW) | internal (mW)
logic | 0.159 | 0.216
clock network | 0 | 0
registers | 0 | 0
Power figures rest on the tool's default switching activity, not on a simulated workload.
