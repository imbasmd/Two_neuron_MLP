## flow/design.v

```verilog
module Sigmoid_unit #(
    parameter DATA_WIDTH = 8
) (
    input signed [DATA_WIDTH-1:0] inp,
    output signed [DATA_WIDTH-1:0] out
);
    localparam SF = 2**((DATA_WIDTH+1)/2);
    logic signed [DATA_WIDTH-1:0] y,z,sum;
    logic signed [2*DATA_WIDTH-1:0] sq,sh,sr;
    always@(*)
    begin
    if(inp[DATA_WIDTH-1]==1'b1)
        y=-inp;
    else
        y=inp;
    z=y>>>2 ;
    sum= z+(-1*SF);
    sq=sum*sum;
    sh=sq>>>1;
    if(inp[DATA_WIDTH-1]==1'b1)
        if(y>=4*SF)
            sr=0;
        else
            sr=sh;
    else
        if(y>=4*SF)
            sr=1*SF*SF;
        else
            sr=1*SF*SF-sh;
    end
    assign out={sr[15],sr[10:4]};
endmodule
```

## flow/run.sh

```bash
#!/bin/bash
# OpenROAD 26Q1-2900-gdf79404cd8, Yosys 0.63+post, stock flow scripts
make -C /OpenROAD-flow-scripts/flow DESIGN_CONFIG=/design/flow/config.mk WORK_HOME=/design/flow/orfs finish
```

## flow/config.mk

```make
export PLATFORM = sky130hd
export DESIGN_NAME = Sigmoid_unit
export DESIGN_NICKNAME = Sigmoid_unit
export VERILOG_FILES = /design/flow/design.v
export SDC_FILE = /design/flow/constraint.sdc
export NUM_CORES = 4
export LEC_CHECK = 1
export CORE_AREA = 10 10 70 70
export DIE_AREA = 0 0 80 80
```

## flow/constraint.sdc

```tcl
current_design Sigmoid_unit

set clk_period 10.2
set clk_io_pct 0.2

create_clock -name clk0 -period $clk_period

set non_clock_inputs [all_inputs -no_clocks]
set_input_delay [expr $clk_period * $clk_io_pct] -clock clk0 $non_clock_inputs
set_output_delay [expr $clk_period * $clk_io_pct] -clock clk0 [all_outputs]
```

==> results_tabular.tex <==
% Implementation results table
\begin{tabular}{lr}
\hline
Metric & Value \\
\hline
\multicolumn{2}{l}{\textbf{Critical path}} \\
Endpoint arrival time on the critical path & 7980 ps \\
Required time of the critical path & 8160 ps \\
Setup Crit Path Kind & in -> out \\
Startpoint Class & primary input \\
Highest net fanout along the worst path & 5 \\
Category of the worst setup path capture point & primary output \\
\multicolumn{2}{l}{\textbf{Synth}} \\
Post-Syn Area & 2060 um\^{}2 \\
Top cell type by total area after synthesis & sky130\_fd\_sc\_hd\_\_fa\_1 \\
Simple-gate share of the synthesized area & 0.147 \\
Instance tally after logic synthesis & 248 \\
Post-synthesis chip area from yosys & 2060 um\^{}2 \\
Yosys warning count & 1 \\
Ys cells & 248 \\
Top cells by count, synth & 54 x sky130\_fd\_sc\_hd\_\_inv\_1, 30 x sky130\_fd\_sc\_hd\_\_ha\_1, 29 x sky130\_fd\_sc\_hd\_\_fa\_1 \\
Most common cell in the synthesized netlist & sky130\_fd\_sc\_hd\_\_inv\_1 \\
Dominant kind of combinational cell & adder cells \\
Count of different cell masters after synthesis & 50 \\
Share of synthesized area occupied by flip-flops and latches & 0 \\
Post-synthesis share of cell area spent on full adders, half adders and majority gates & 0.465 \\
MUX area fraction & 0.00548 \\
Top cell area share & 0.282 \\
Avg Synthesized Cell Area & 8.29 um\^{}2 \\
Cell types with the largest area share after synthesis & sky130\_fd\_sc\_hd\_\_fa\_1 28\%, sky130\_fd\_sc\_hd\_\_ha\_1 18\%, sky130\_fd\_sc\_hd\_\_inv\_1 9.9\%, sky130\_fd\_sc\_hd\_\_xnor2\_1 6.4\%, sky130\_fd\_sc\_hd\_\_nor2\_1 4.2\% \\
Complex-gate fraction of the synthesized area & 0.178 \\
Area fraction in xor and xnor cells & 0.0980 \\
\multicolumn{2}{l}{\textbf{Finish}} \\
FF+latch area & 0 um\^{}2 \\
Area of all placed cells without fillers & 2910 um\^{}2 \\
Seq cells & 0 \\
Final core occ & 0.851 \\
Area of the multi-input gates & 2040 um\^{}2 \\
Fill cell total of the finished layout & 193 \\
Clock buf count & 0 \\
Area growth syn-to-layout & 41.3\% \\
Layout cell share with drive strength beyond 1 & 0.304 \\
\multicolumn{2}{l}{\textbf{GRT}} \\
Pin count of the biggest net entering global routing & 16 \\
Combined global-route utilization of all metal layers & 0.145 \\
Vias in the first global route & 1732 \\
Congestion Overflow GR & 0 \\
Antenna violations before repair & 0 \\
Global-route wire length before repair & 7660 um \\
\multicolumn{2}{l}{\textbf{Floorplanning}} \\
Core region area & 3420 um\^{}2 \\
FP Core Util & 0.602 \\
Die span in x & 80 um \\
Number of cell rows & 21 \\
Overall die area & 6400 um\^{}2 \\
Die Y & 80 um \\
Number of I/O pins & 16 \\
\multicolumn{2}{l}{\textbf{Final timing}} \\
Fmax & 99.8 MHz \\
Hold violation count in the final report & 0 \\
RSZ-0062 raised after global routing & yes \\
Post-route worst setup slack & 178 ps \\
Worst Hold Margin & 5140 ps \\
Time the worst path needs with I/O delays and setup & 10020 ps \\
Share of the clock period used by the worst path & 0.983 \\
Final Max Slew Viols & 0 \\
Worst rel slew slack & 0.695 \\
Worst Max-Slew Pin Slew & 457 ps \\
Count of endpoints failing setup in the final report & 0 \\
\multicolumn{2}{l}{\textbf{Placed design}} \\
Placement-stage worst setup slack & -459 ps \\
Detailed-placement wirelength estimate & 3800 um \\
Placed inst area & 2620 um\^{}2 \\
Final GP Congestion & 0.926 \\
IO buf count & 16 \\
\multicolumn{2}{l}{\textbf{Min path}} \\
Worst hold path class & in -> out \\
\multicolumn{2}{l}{\textbf{Route}} \\
Number of antenna repair diodes & 0 \\
DRC viols & 0 \\
DR vias & 1935 \\
Number of violations reported at the end of detailed-routing iteration 0 & 58 \\
Overall routed net length & 4850 um \\
Drt first pass iters & 4 \\
Via-per-instance ratio & 5.30 \\
Post-detailed-route count of antenna-violating nets & 0 \\
Drt wl/cell & 13.3 um \\
\multicolumn{2}{l}{\textbf{Run status}} \\
Outcome & finished clean \\
\multicolumn{2}{l}{\textbf{Flow run}} \\
Max-cap viol count & 0 \\
Tool warnings & 40 \\
\hline
\end{tabular}
==> critical path, cell delays in order <==
cell                              delay [ps]
sky130_fd_sc_hd__clkdlybuf4s50_1         420
sky130_fd_sc_hd__or4_4                   480
sky130_fd_sc_hd__o31ai_4                 230
sky130_fd_sc_hd__xnor2_2                 160
sky130_fd_sc_hd__ha_1                    300
sky130_fd_sc_hd__nor2_2                  150
sky130_fd_sc_hd__inv_1                    70
sky130_fd_sc_hd__fa_1                    500
sky130_fd_sc_hd__inv_1                    50
sky130_fd_sc_hd__fa_1                    480
sky130_fd_sc_hd__fa_1                    520
sky130_fd_sc_hd__inv_1                    50
sky130_fd_sc_hd__fa_1                    490
sky130_fd_sc_hd__inv_2                    50
sky130_fd_sc_hd__ha_4                    280
sky130_fd_sc_hd__o211ai_1                110
sky130_fd_sc_hd__buf_4                   170
sky130_fd_sc_hd__o211a_4                 230
sky130_fd_sc_hd__a221o_1                 280
sky130_fd_sc_hd__o21a_1                  130
sky130_fd_sc_hd__a311oi_1                270
sky130_fd_sc_hd__clkdlybuf4s50_1         520
==> kinds of logic after synthesis <==
logic type                 Yosys count
adders and majority gates           59
and+or+nand+nor                     59
buffers and inverters               58
AOI/OAI and AO/OA                   48
xor gates and xnor gates            23
muxes                                1
==> metrics by stage <==
stage	TNS (ps)	cells
detailed placement	-1640	355
CTS	0	360
finish	0	365
global placement	-1510	355
global route	-95.1	365
floorplan	0	248
==> final cells by class <==
cell class                 count  area share
multi-input combinational    190       0.701
timing repair buffer          74       0.208
inverter                      55      0.0711
tap                           46      0.0198
==> timing repair <==
| action | CTS | global route |
|---|---|---|
| resized | 27 | 21 |
| hold endpoints to repair | 0 | 0 |
| endpoints found under the setup margin | 5 | 6 |
| setup buffers | 5 | 5 |
| pin swaps | 25 | 20 |
| hold buffers | 0 | 0 |
==> path summary, 6_finish.rpt <==
kind	to	startpoint	slack [ps]	depth (start not counted)
worst max-delay path	out[7]	inp[0]	180	22
worst min-delay path	out[4]	inp[7]	5140	4
==> layer usage <==
layer	vias to the layer above	track usage	wire, um
met4	0	0	0
li1	961	-	-
met3	0	0.0148	207
met1	938	0.215	2340
met2	36	0.242	2310
met5	-	0	0
==> placed cells by master (no fill, tap or decap), drive strengths merged, types with 3 or more instances in the layout <==
cell type,n
buf,58
inv,55
ha,30
fa,29
nor2,23
xnor2,15
nand2,11
o21ai,10
a21oi,10
clkdlybuf4s50,9
xor2,8
a21o,4
dlymetal6s2s,4
nor4,4
or2,4
dlygate4sd2,3
o31ai,3
nor3,3
a211oi,3
