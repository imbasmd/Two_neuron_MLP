==> flow/design.v <==
module MAC_unit(inp,weight,clk,reset,enable,mac_out,rdy);
    parameter DATA_WIDTH = 8;
    parameter S1_NUM = 8;
    localparam MAC_OUT_WIDTH=DATA_WIDTH*2+S1_NUM-1;
    input signed [DATA_WIDTH-1:0] inp;
    input signed [DATA_WIDTH-1:0] weight;
    input clk;
    input reset;
    input enable;
    output reg signed [MAC_OUT_WIDTH-1:0] mac_out;
    output reg rdy;
    logic signed [MAC_OUT_WIDTH-1:0] sum;
    integer sum_num;
    always@(posedge clk ) begin
        if(reset==1) begin
            sum<=0;
            sum_num<=0;
            mac_out<=0;
            rdy<=1'b0;
        end else if(sum_num==S1_NUM) begin
            sum<=inp*weight;
            sum_num<=1;
            mac_out<=sum;
            rdy<=1'b1;
        end else if(enable==1) begin
            sum<=sum+inp*weight;
            sum_num<=sum_num+1;
            rdy<=1'b0;
        end
    end
endmodule
==> flow/run.sh <==
#!/bin/bash
# OpenROAD 26Q1-2900-gdf79404cd8, Yosys 0.63+post, stock flow scripts
make -C /OpenROAD-flow-scripts/flow DESIGN_CONFIG=/design/flow/config.mk WORK_HOME=/design/flow/orfs finish
==> flow/config.mk <==
export PLATFORM = sky130hd
export DESIGN_NAME = MAC_unit
export DESIGN_NICKNAME = MAC_unit
export VERILOG_FILES = /design/flow/design.v
export SDC_FILE = /design/flow/constraint.sdc
export NUM_CORES = 4
export LEC_CHECK = 1
export CORE_UTILIZATION = 40
==> flow/constraint.sdc <==
current_design MAC_unit

set clk_period 11.2
set clk_io_pct 0.2

create_clock -name clk0 -period $clk_period [get_ports {clk}]

set non_clock_inputs [all_inputs -no_clocks]
set_input_delay [expr $clk_period * $clk_io_pct] -clock clk0 $non_clock_inputs
set_output_delay [expr $clk_period * $clk_io_pct] -clock clk0 [all_outputs]
==> results_dict.tcl <==
# metrics dict for downstream scripts
set metrics [dict create \
    seq_area_frac_synth 0.230 \
    dr.pass1.iters 4 \
    switchingPower_mw 1.16 \
    ctsHoldBuffers 0 \
    antenna_found_initial 0 \
    hold_viol 0 \
    root_buffer "clkbuf_16" \
    cts_tree "yes" \
    arrival_ns 8.77 \
    startpoint "weight[3]" \
    edf_count 0 \
    die_w_um 133 \
    ant_nets 0 \
    coreArea_um2 16600 \
    top_cell_area_share 0.230 \
    cpMaxStageDelayCell "fa_1" \
    vdd_drop_max_mv 0.216 \
    grt_pass1_vias 5328 \
    cp_max_fo 9 \
    drv_cap 0 \
    layout-drive-gt1-share 0.0441 \
    p_total_mw 2.37 \
    grtUsageTotal 0.176 \
    drc 0 \
    viasPerCell 5.10 \
    synth_cells 824 \
    p_per_area_nw_per_um2 305 \
    p_clk_frac 0.110 \
    post-route-period-util 0.761 \
    rsz0062_at_grt "false" \
    p_sw_frac 0.489 \
    hpwl_um 10900 \
    holdCritPathClass "reg -> reg" \
    hold_ws_ns 0.454 \
    grt_pass1_wl_um 24900 \
    max_slew_margin 0.580 \
    yosys_cells 824 \
    grt_overflow 0 \
    combPwrFrac 0.748 \
    io_pins 43 \
    cts_max_level 3 \
    crit_required_ns 11.45 \
    crit_type "in -> reg" \
    status "finished clean" \
    crit_buf_inv 7 \
    placed_cell_area_um2 7500 \
    finalClockSkew_ns 0.00689 \
    fmax_mhz 117 \
    clock_latency_ns 0.33 \
    cts_buffer_depth 2 \
    detailedRoute.firstIterationViolations 242 \
    log.warning_count 28 \
    worst_pin_slew_ns 0.629 \
    async_reset_ff_frac 0 \
    die_area_um2 17700 \
    post_cts_buffers 0 \
    setup_violations 0 \
    critPathTopFamily "adder cells" \
    path_clk_slew_ns 0.06 \
    globalplace.congestion 0.902 \
    diodes 0 \
    worstReg2RegStart "sum[0]" \
    yosys.cell_types.count 59 \
    cts-resized-gates 0 \
    wl_per_cell_um 13.1 \
    endpoint_kind "flop" \
    fin_area_um2 7760 \
    startpoint_type "input pin" \
    yosys_warnings 1 \
    yosys-stat-area_um2 6860 \
    rows 47 \
    initial_core_util 0.412 \
    area_growth_pct 13.0 \
    avgSynthCellArea_um2 8.33 \
    routed_wl_um 14200 \
    max_stage_delay_ns 0.62 \
    fp.dieH_um 133 \
    p_int_mw 1.21 \
    cts-buffers-inserted 9 \
    topCellsByArea "dfxtp_1, fa_1, ha_1, inv_1, a21oi_1" \
    hold_path_startpoint "mac_out[21]" \
    leakagePower_nw 3.34 \
    clock_sinks 79 \
    grt_max_degree 51 \
    crit_top_cell "inv_1" \
    slew_violations 0 \
    pwr-share-seq 0.143 \
    top_area_cell "dfxtp_1" \
    fill_cells 1589 \
    post-route-min-period_ns 8.52 \
    vias 5517 \
    fin_setup_tns_ns 0 \
    ff_type "dfxtp_1" \
    ys_ff 79 \
    syn-cell-area_um2 6860 \
    numPortBuffers 42 \
]
[final cells by class]
| cell class | count | area [um2] | area share |
|---|---|---|---|
| sequential | 79 | 1580 | 0.204 |
| timing repair buffer | 47 | 453 | 0.0584 |
| tap | 220 | 275 | 0.0355 |
| inverter | 106 | 398 | 0.0513 |
| multi-input combinational | 615 | 4790 | 0.618 |
| clock inverter | 3 | 21.3 | 0.00274 |
| clock buffer | 12 | 236 | 0.0305 |
[worst paths after layout]
kind,to,slack (ns),cells after the start
worst min register to register,mac_out[21],0.45,2
worst max-delay path,sum[21],2.68,25
worst max register to register,sum[16],8.57,9
worst min-delay path,mac_out[21],0.45,2
[registers in the layout (all words and copies together) (netlist names)]
name     flops
rdy          1
sum         23
mac_out     23
sum_num     32
[through the flow]
stage,setup WS (ns),util,std cells
finish,2.68,0.466,1082
global route,2.13,0.466,1082
CTS,2.65,0.466,1082
detailed placement,2.31,0.451,1067
global placement,2.38,0.451,1067
floorplan,3.37,-,824
[per-layer routing]
| metal | routed length [um] | part of all wire | global-route usage | vias up |
|---|---|---|---|---|
| li1 | - | - | - | 2805 |
| met1 | 7050 | 0.50 | 0.272 | 2629 |
| met2 | 6620 | 0.47 | 0.282 | 74 |
| met3 | 396 | 0.028 | 0.0246 | 9 |
| met4 | 116 | 0.0082 | 0.0121 | 0 |
| met5 | 0 | 0 | 0 | - |
[power groups by stage]
stage	Clock (mW)	Sequential [mW]	Combinational, mW
after CTS	0.265	0.338	1.78
after global routing	0.277	0.342	2.02
final	0.260	0.338	1.77
[cells in the final DEF, fill, tap and decap left out, types with 3 or more instances in the layout]
cell               n
nor2_1            68
and2_1            47
a21oi_1           68
nand3_1           15
and3_1             6
o21ai_0           17
a211oi_1          15
nand4_1           11
o211ai_1           5
dfxtp_1           79
clkbuf_16          9
ha_1              55
nor4_1             7
xnor2_1           35
buf_4              5
clkbuf_1           3
a21o_1             9
nor3_1            13
or2_2              4
clkdlybuf4s50_1   41
nand2b_1           5
mux2i_1            8
xor2_1            22
fa_1              56
nand2_1           90
o31ai_1            4
nor2b_1            9
inv_1            105
a31oi_1            4
[synth_stat cells (3+ instances only)]
cell type,instances
nor4_1,7
nand2b_1,5
and3_1,6
xor2_1,22
a211oi_1,15
a31oi_1,4
o211ai_1,5
or2_2,4
and2_1,47
fa_1,56
a21oi_1,68
o31ai_1,4
xnor2_1,35
buf_1,3
mux2i_1,8
inv_1,105
nand3_1,15
dfxtp_1,79
ha_1,55
nor2b_1,9
nor3_1,13
nor2_1,69
nand4_1,11
a21o_1,9
clkbuf_1,18
o21ai_0,17
buf_2,3
nand2_1,90
[kinds of logic (layout without fill, tap and decap cells)]
logic type | count (synthesis) | count (layout) | synth area share
AOI/OAI and AO/OA | 148 | 148 | 0.139
xor gates and xnor gates | 58 | 58 | 0.0751
adders and majority gates | 111 | 111 | 0.264
buffers and inverters | 130 | 168 | 0.0716
DFF | 79 | 79 | 0.230
muxes | 9 | 9 | 0.0133
and+or+nand+nor | 289 | 289 | 0.206
[tightest hold or removal path: cells and delay by family (launching register included)]
family | cells | cell delay [ns]
flip-flops | 1 | 0.31
AND-OR/OR-AND | 1 | 0.05
AND/OR/NAND/NOR | 1 | 0.05
Power is estimated from default activity; no workload was simulated.
